### design/flow/constraint.sdc
current_design T832

set clk_period 4.4
set clk_io_pct 0.2

create_clock -name clk0 -period $clk_period [get_ports {CLK_0}]

set non_clock_inputs [all_inputs -no_clocks]
set_input_delay [expr $clk_period * $clk_io_pct] -clock clk0 $non_clock_inputs
set_output_delay [expr $clk_period * $clk_io_pct] -clock clk0 [all_outputs]
### design/flow/config.mk
export PLATFORM = sky130hd
export DESIGN_NAME = T832
export DESIGN_NICKNAME = T832
export VERILOG_FILES = /design/flow/design.v
export SDC_FILE = /design/flow/constraint.sdc
export NUM_CORES = 4
export LEC_CHECK = 1
export CORE_UTILIZATION = 30
### design/flow/run.sh
#!/bin/bash
# OpenROAD 26Q1-2900-gdf79404cd8, Yosys 0.63+post, stock flow scripts
make -C /OpenROAD-flow-scripts/flow DESIGN_CONFIG=/design/flow/config.mk WORK_HOME=/design/flow/orfs finish
### design/flow/design.v
module T832
(
  input CLK_0,  
  input CLK_1,  
  input [7:0] data_in,  
  output reg [31:0] data_out  
);
reg [3:0] cnt;
reg [31:0] sData = 32'b0;
always @(posedge CLK_0) begin
  if (cnt < 3) begin
    sData[cnt*8 +: 8] <= data_in;
    cnt <= cnt + 1;
  end else begin
    cnt <= 0;
  end
  if(CLK_1&&(cnt==3))begin
	 data_out=sData;
  end
end
endmodule
==> flow_summary.ini <==
; generated from flow reports
[status]
status = finished clean

[power]
ir_drop_v = 0.000162
netSwitchingPower_w = 0.000257
comb_power_share = 0.046
switching_share = 0.202
pwr_density_cell_mw_per_mm2 = 382
p_seq_frac = 0.577
p_clk_frac = 0.377
p_int_w = 0.00101
p_leak_nw = 1.07

[die]
initial_utilization = 0.311
rows = 33
dieArea_mm2 = 0.00890
die_h_um = 94.3
coreArea_mm2 = 0.00822
die_width_um = 94.3
pin_count = 42

[place]
io_buffers = 41
place_congestion = 0.771
dp.final_hpwl_um = 2490

[drt]
dr.pass1.iters = 4
wl_met2_um = 1850
diodes = 0
wl_met1_um = 1880
drc = 0
num_vias = 1256
top_layer = met4
routed_via_density = 4.36
dr_wl_met3_um = 205
ant_nets = 0
wl_per_cell_um = 13.8
first_iter_violations = 57
wl_um = 3980

[clock_tree]
cts_root_buf = clkbuf_8
clk_pin_slew_ns = 0.07
worstSkewPairLatency_ns = 0.33
post_cts_resized = 0
ctsHoldBuffers = 0
cts_setup_buffers = 0
cts_tree = yes
numCtsBuffers = 9
htree_levels = 3
clock_sinks = 68
ctsLongestPathBuffers = 2

[worst_setup_path]
crit_arrival_ns = 2.80
worstSetupEndpointType = flop
cp_data_required_time_ns = 4.48
path_class = flop to flop
r2r_setup_slack_ns = 1.68
cp_max_fo = 8
cp-start-kind = flop

[logic_synthesis]
ys_ff = 68
ys_warn_count = 1
ys_cells = 122
ys_seq_share = 0.783
syn_area_mm2 = 0.00256
synth_cell_types = 17
ys_area_mm2 = 0.00256
synthCells = 122
synth.avg_cell_area_um2 = 21.0

[final_timing]
fin_crit_sh = 0.618
final.setup_skew_ns = 0.00783
hold_viol_final = 0
fmax_ghz = 0.368
max_slew_margin = 0.407
holdWs_ns = 0.443
setup_viol = 0
final_max_slew_viol_count = 0
fin_tns_setup_ns = 0
period_needed_ns = 2.72
rsz0062_at_grt = no
worst_pin_slew_ns = 0.884

[finish]
layout-drive-gt1-share = 0.306
area_growth_syn_to_layout_pct = 29.8

[job]
warnings = 26
cap_violations = 0

[global_route]
grt_pass1_vias = 1279
overflow = 0
grt_pass1_wl_um = 6520
antenna_found_initial = 0
grt_max_degree = 33
grt_usage = 0.102

[worst_hold_path]
hold_class = flop to flop
-- per-layer routing --
layer / vias up / global-route usage
li1: 593 / -
met1: 617 / 0.160
met2: 39 / 0.155
met3: 7 / 0.0294
met4: 0 / 0.0167
met5: - / 0
-- logic make-up (layout without fill, tap and decap cells) --
group	count (synthesis)	count (layout)	share of synthesized area
XOR/XNOR	1	1	0.00343
other	1	2	0.00147
multiplexers	32	32	0.141
flip-flops	68	68	0.783
AND/OR/NAND/NOR	15	15	0.0538
adder cells (fa/ha/maj)	3	3	0.0147
buffers and inverters	2	62	0.00294
-- Yosys cell counts --
cell type,number,area [µm²]
and2_1,1,6.26
conb_1,1,3.75
dfxtp_1,4,80.1
edfxtp_1,64,1920
ha_1,3,37.5
inv_1,2,7.51
mux2_2,32,360
nand2_1,2,7.51
nand2b_1,2,12.5
nor3_1,2,10.0
nor3_2,1,10.0
nor3_4,1,16.3
nor4_1,2,12.5
nor4_4,2,42.5
or3_1,1,6.26
or4b_4,1,13.8
xor2_1,1,8.76
-- per-stage QoR --
stage                     instances  setup WS, ns  area [µm²]  utilization  total power, W
after floorplan                 123         0.813        2560            -        0.000782
after global placement          272          1.66        3140        0.382        0.000804
after detailed placement        272          1.60        3140        0.382        0.000806
after CTS                       288          1.61        3320        0.404         0.00128
after global routing            288          1.54        3320        0.404         0.00132
final                           288          1.68        3320        0.404         0.00127
-- registers in the layout, summed over array words and instances, names as in the netlist --
register and count:
cnt 4, sData 32, data_out 32
-- worst max-delay path, cell delays in order (launching register included) --
cell	delay, ns
dfxtp_1	0.37
or3_1	0.43
ha_1	0.33
nand2b_1	0.16
nor3_2	0.77
mux2_2	0.41
-- power groups by stage --
stage | sequential [W] | clock [W] | combinational [W]
after global routing | 0.000734 | 0.000519 | 0.0000644
after CTS | 0.000732 | 0.000492 | 0.0000599
final | 0.000732 | 0.000478 | 0.0000587
-- final cells by class --
type                    instances  area, µm²
well taps                     105        131
clock inverters                 5       52.6
multi-input cells              53        562
flip-flops and latches         68       2000
inverters                       2       7.51
clock buffers                  11        131
repair buffers                 44        433
fillers                       733       4900
-- path summary, 6_finish.rpt --
check | from | to | cells after the start
max | cnt[2] | sData[15] | 5
min | sData[20] | data_out[20] | 0
max reg2reg | cnt[2] | sData[15] | 5
min reg2reg | sData[20] | data_out[20] | 0
-- layout by cell type (no fill, tap or decap) --
cell	netlist	final
nor3_4	1	1
clkbuf_8	0	9
and2_1	1	1
nand2_1	2	2
clkinvlp_4	0	1
nor4_1	2	2
nor3_2	1	3
or3_1	1	1
xor2_1	1	1
nand2b_1	2	2
conb_1	1	2
buf_4	0	3
clkbuf_1	0	2
inv_1	2	2
or4b_4	1	1
nor4_4	2	2
dfxtp_1	4	4
bufinv_16	0	1
clkinv_2	0	3
clkdlybuf4s50_1	0	41
mux2_2	32	32
edfxtp_1	64	64
ha_1	3	3
Power and IR drop assume default switching activity.
