`flow/design.v`:
```
module rwinput(
		input [31:0]IN,
		input [11:0]PC_1,
		input U0,
		input U1,
		input MTR,
		input J0,
		input J1,
		input [31:0] RAMI,
		input [31:0] RES, 
		output reg [31:0]BusW
);
wire [31:0]PCS_0;
wire [31:0]PCS_1;
reg  [31:0]M1;
reg  [31:0]M2;
assign PCS_0 = {20'b0, PC_1};
assign PCS_1 = {20'b0, (PC_1+12'd4), 20'b0};
always @(*)
begin
	if(U1==0)begin
		M1=IN;
	end
	else begin
		M1=PCS_0+IN;
	end
	if(J0||J1)begin
		M2=PCS_1;
	end
	else begin
		M2=M1;
	end
	if(U0||U1||J0||J1)begin
		BusW=M2;
	end
	else begin
		if(MTR)begin
			BusW=RAMI;
		end
		else begin
			BusW=RES;
		end
	end
end
endmodule
```
`flow/run.sh`:
```
#!/bin/bash
# OpenROAD 26Q1-2900-gdf79404cd8, Yosys 0.63+post, stock flow scripts
make -C /OpenROAD-flow-scripts/flow DESIGN_CONFIG=/design/flow/config.mk WORK_HOME=/design/flow/orfs finish
```
`flow/config.mk`:
```
export PLATFORM = sky130hd
export DESIGN_NAME = rwinput
export DESIGN_NICKNAME = rwinput
export VERILOG_FILES = /design/flow/design.v
export SDC_FILE = /design/flow/constraint.sdc
export NUM_CORES = 4
export LEC_CHECK = 1
export CORE_UTILIZATION = 30
```
`flow/constraint.sdc`:
```
current_design rwinput

set clk_period 13.7
set clk_io_pct 0.2

create_clock -name clk0 -period $clk_period

set non_clock_inputs [all_inputs -no_clocks]
set_input_delay [expr $clk_period * $clk_io_pct] -clock clk0 $non_clock_inputs
set_output_delay [expr $clk_period * $clk_io_pct] -clock clk0 [all_outputs]
```
==> impl_metrics.ini <==
; flow metrics
[floorplanning]
io_pins = 145
core.rowCount = 29
core-area_mm2 = 0.00649
dieArea_mm2 = 0.00723
die_x_um = 85.1
fp_util_pct = 31.9
die_y_um = 85.1

[final_timing]
tightest_slew_ps = 703
max-slew-margin-rel_pct = 53.0
fmax_mhz = 118
fin_crit_ps = 8490
finalSetupTns_ps = 0
slew_violations = 0
finalHoldViolCount = 0
hold_ws_ps = 6470
finalSetupViolations = 0
rsz0062_at_grt = false
period_used_pct = 62.0

[final_layout]
clock_buffers = 0
drive_gt1_share_pct = 7.03
ff_latch_area_um2 = 0
design_area_mm2 = 0.00359
fillers = 630
areaGrowthSynthToFinish_pct = 73.4
ff_count = 0
comb_area_mm2 = 0.00199

[pwr]
leakagePower_uw = 0.00136
cellPowerDensity_mw_per_mm2 = 32.7
peakVddDrop_v = 0.0000144

[global_routing]
antenna_found_initial = 0
grt_pass1_wl_um = 13500
grt_start_max_net_pins = 23
track_usage_pct = 23.1
grt_overflow = 0
grt_pass1_vias = 2723

[logic_synthesis]
yosys_area_mm2 = 0.00207
synth_top_area_share_pct = 13.1
ys_warn_count = 1
simple_gate_share_pct = 25.4
yosysCellCount = 306
synth_dominant_cell_count = nor2_1
ys_sh_adder_pct = 8.83
mux_area_share_pct = 16.3
ys_types = 54
logic_family = AND-OR/OR-AND gates
netlist_instances = 306
top_cells_by_area = mux2i_1 13%, a21oi_1 8.0%, ha_1 7.9%
ys_sh_xor_pct = 14.0
yosys-top-cells-count = 41 x nor2_1, 33 x a21oi_1, 27 x mux2i_1, 24 x nand2_1, 18 x xnor2_1
postSynthAreaPerCell_um2 = 6.76
yosysTopAreaCell = mux2i_1
netlist_area_mm2 = 0.00207
compound_area_share_pct = 31.4
synth_seq_share_pct = 0

[place]
routabilityCongestion = 0.875
postPlaceCellArea_mm2 = 0.00359
port_buffers = 145
dp_hpwl_um = 6790

[routing]
drc = 0
dr.pass1.iters = 5
diodes = 0
drt_wl_total_um = 8130
drtAntennaViolNets = 0
via_per_inst = 5.38
vias = 2787
wl_per_cell_um = 15.7
drt_iter0_markers = 95

[run]
tool_warnings = 32
drv_cap = 0

[critical_path]
criticalPathCategory = input port to primary output
critPathArrivalTime_ps = 5750
critical_path.startpoint = PC_1[0]
cp.required_ps = 10960
cp-start-kind = input port
critPathCaptureType = primary output
crit_fanout = 3

[clock_network]
cts-resized-gates = 0
cts_setup_buffers = 0
ctsHoldBuffers = 0

[hold_path]
hold_path.class = input port to primary output
worstHoldStart = MTR

[run_status]
status = complete, no violations
==> layer usage <==
metal	vias up	global-route usage, %	share of wire, %
met2	105	39.1	46
li1	1423	-	-
met4	0	2.62	1.2
met1	1251	33.1	46
met3	8	2.17	6.9
met5	-	0	0
==> cells by family (layout without fill, tap and decap cells) <==
logic type,Yosys count,count (layout)
multiplexers,33,33
XOR/XNOR,33,33
adder cells (fa/ha/maj),14,14
AND-OR/OR-AND,99,99
buffers and inverters,20,155
AND/OR/NAND/NOR,107,107
==> where the power goes <==
group | total (µW) | switching, µW | internal (µW)
sequential | 0 | 0 | 0
clock | 0 | 0 | 0
combinational | 117 | 49.5 | 67.9
==> metrics by stage <==
stage | utilization, % | std cells | total power [µW] | setup slack [ps]
finish | 55.2 | 518 | 117 | 5210
global placement | 55.2 | 518 | 118 | 5140
detailed placement | 55.2 | 518 | 118 | 5180
floorplan | - | 306 | 53.5 | 6490
global route | 55.2 | 518 | 130 | 4980
CTS | 55.2 | 518 | 118 | 5160
==> placed cells by master (no fill, tap or decap), drive strengths merged, types with 6 or more instances in the layout <==
cell             n
mux2i           27
buf              7
nand3           10
nand2           25
a21oi           34
xor2            15
xnor2           18
o21ai           17
ha              13
clkdlybuf4s50  144
nor2            42
mux2             6
a211oi           8
o22ai            7
nor3             8
==> worst paths after layout <==
check / end / cells after the start
min: BusW[6] / 4
max: BusW[8] / 11
==> layout make-up <==
| type | instances | area share, % |
|---|---|---|
| multi-input combinational | 286 | 55.3 |
| inverter | 4 | 0.418 |
| tap | 77 | 2.68 |
| timing repair buffer | 151 | 41.6 |
==> worst max-delay path: stages <==
cell and delay [ps]:
clkdlybuf4s50_1 470, ha_1 240, fa_1 410, a21o_1 230
a221oi_1 530, o21bai_1 110, a21oi_1 180, xnor2_1 160
a21oi_1 90, nor2_1 110, clkdlybuf4s50_1 470
No activity file was given, so power comes from the tool's default toggle rates.
