--- flow/run.sh ---
#!/bin/bash
# OpenROAD 26Q1-2900-gdf79404cd8, Yosys 0.63+post, stock flow scripts
make -C /OpenROAD-flow-scripts/flow DESIGN_CONFIG=/design/flow/config.mk WORK_HOME=/design/flow/orfs finish
--- flow/design.v ---
module REGFILE(
    input CLK, 
	 input [4:0]Ra,
	 input [4:0]Rb, 
	 input [4:0]Rw,
	 input Wen, 
    input [31:0]BusW, 
	 output [31:0]BusA,
	 output reg [31:0]BusB
 );
reg [31:0] DATAS[0:31];
always @(posedge CLK)
begin
	if(Wen&&Rw!=5'd0)begin
		DATAS[Rw]<=BusW;
	end
	BusB =(Ra==5'd0)?32'd0:DATAS[Rb];
end
assign BusA =(Ra==5'd0)?32'd0:DATAS[Ra];
endmodule
--- flow/constraint.sdc ---
current_design REGFILE

set clk_period 10.1
set clk_io_pct 0.2

create_clock -name clk0 -period $clk_period [get_ports {CLK}]

set non_clock_inputs [all_inputs -no_clocks]
set_input_delay [expr $clk_period * $clk_io_pct] -clock clk0 $non_clock_inputs
set_output_delay [expr $clk_period * $clk_io_pct] -clock clk0 [all_outputs]
--- flow/config.mk ---
export PLATFORM = sky130hd
export DESIGN_NAME = REGFILE
export DESIGN_NICKNAME = REGFILE
export VERILOG_FILES = /design/flow/design.v
export SDC_FILE = /design/flow/constraint.sdc
export NUM_CORES = 4
export LEC_CHECK = 1
export CORE_UTILIZATION = 50
==> deck_impl_summary.md <==
Implementation Results

Routing
  • Routed wire length: 142000 um
  • Vias per cell: 6.73
  • Inserted Diodes: 0
  • Post-DRT Antenna Nets: 0
  • DR pass1 iterations: 6
  • DR vias: 26200
  • Drt wl/cell: 36.4 um
  • DRT iter0 DRCs: 1807
  • DRC: 0

Logic synthesis
  • Synth Warn #: 1
  • Synthesis area per yosys: 48300 um2
  • Mean Syn Cell Area: 20.6 um2
  • Yosys cell count: 2347
  • Mapped Area: 48300 um2
  • Dominant flop cell: edfxtp_1
  • Post-synth EDFFs: 1024
  • Mapped Cells: 2347
  • Yosys reg bits: 1056
  • Distinct cells, synth: 35
  • Asr flop ratio synth: 0%
  • Register area share after synthesis: 65.0%

CTS
  • Clk sink count: 1056
  • Setup Buffers After CTS: 0
  • Insertion Delay late pin: 690 ps
  • CTS tree: yes
  • Total CTS buffers: 111
  • Post-CTS Hold Fix Bufs: 0
  • Clock transition at path regs: 60 ps
  • Post-CTS Resized: 0
  • Clk buf depth: 3
  • CTS Root Cell: clkbuf_16
  • H-tree levels: 3

Critical path
  • Worst reg2reg path depth: 5
  • Crit. End Element: primary output
  • Critical path peak fanout: 60
  • Setup crit start: Ra[0]
  • R2R Path Start: DATAS[23][12]$_DFFE_PP_
  • Reg-to-reg endpoint: BusB[12]$_SDFF_PP0_
  • Critical path arrival: 5660 ps
  • CP Launch Type: input port
  • Critical Path RT: 8080 ps
  • CP endpoint: BusA[17]
  • FF-to-FF setup slack: 7970 ps
  • WS Path Type: input port to primary output

Finish
  • Synthesis-to-layout area growth: 14.1%
  • Layout cell share with drive strength beyond 1: 34.8%
  • Fin util: 57.8%
  • Final Instance Area: 55100 um2

GRT
  • Overall routing resource usage: 33.5%
  • Largest net degree at the start of global routing: 83
  • Overflow after GRT: 0
  • First-pass GRT wire length: 205000 um
  • Vias in the first global route: 29600
  • Initial antenna violation count: 2

Worst hold path
  • HP Class: flop to flop
  • WHS Path Cells: 3

Final timing
  • Setup violations, final: 0
  • Total Negative Setup Slacks: 0 ps
  • Final hold vios: 0
  • Period minus WS final: 7680 ps
  • Skew final: 15.7 ps
  • Relative slew margins: 29.5%
  • Worst-Margin Slew: 1050 ps
  • Setup repair after global routing missed its margin: no
  • F_max: 130 MHz
  • Slew Limit Fails: 0
  • Final worst path period share: 76.0%

Pwr
  • PwrDens: 182 nW/um2
  • VDD IR max: 153 uV
  • LEAKAGE: 0.0177 uW

Placement
  • Routability congestion estimate: 0.871
  • Placed Area: 51300 um2
  • DP HPWL: 82600 um
  • Port buffer count: 112

Die
  • FP Rows: 113
  • Die X: 313 um
  • Die Span Y: 313 um
  • Die area: 97800 um2
  • I/O pin cnt: 113
  • Initial Utilization: 50.7%
  • Core ar.: 95300 um2

Flow run
  • Max_cap viols: 0
  • OpenROAD warnings: 26

Outcome
  • Status: complete, no violations
## worst min path at each step
stage | from | endpoint | slack, ps
after CTS | DATAS[29][2]$_DFFE_PP_ | BusB[2]$_SDFF_PP0_ | 850
after global routing | DATAS[30][21]$_DFFE_PP_ | BusB[21]$_SDFF_PP0_ | 910
final | DATAS[30][21]$_DFFE_PP_ | BusB[21]$_SDFF_PP0_ | 860
## critical path, cell delays in order
cell	delay [ps]
buf_8	430
buf_12	420
nand3b_1	230
buf_4	560
o21ai_0	180
a221oi_1	860
clkdlybuf4s50_1	640
## logic make-up after synthesis
family                 count (synthesis)  share of synthesized area, %
flip-flops                          1056                          65.0
AND/OR/NAND/NOR                      135                          1.27
AND-OR/OR-AND                        237                          3.78
buffers and inverters                187                          2.30
other                                  1                       0.00776
multiplexers                         731                          27.6
## cells in the mapped netlist (20+ instances only)
master / instances / area share (%)
dfxtp_1: 32 / 1.3
a21oi_1: 27 / 0.28
buf_6: 28 / 0.65
a221oi_1: 66 / 1.2
o21ai_1: 43 / 0.45
clkbuf_1: 65 / 0.51
mux4_2: 476 / 22
nor2_1: 83 / 0.65
edfxtp_1: 1024 / 64
nand3_1: 20 / 0.21
mux2i_1: 191 / 4.0
a22oi_1: 41 / 0.64
buf_4: 25 / 0.39
a221oi_2: 21 / 0.65
mux2_2: 64 / 1.5
buf_2: 49 / 0.51
## registers in the layout, indices dropped and copies added, names as in the netlist
| signal | flops |
|---|---|
| DATAS | 1024 |
| BusB | 32 |
## placed cells by master, fill, tap and decap left out, types with 43 or more instances in the layout
master,instances
buf_4,119
mux2_2,64
nor2_1,50
o21ai_1,43
mux2i_1,191
a221oi_1,66
mux4_2,476
clkdlybuf4s50_1,102
edfxtp_1,1024
clkbuf_16,116
## through the flow
| step | cells | power (uW) | setup slack (ps) | hold slack (ps) |
|---|---|---|---|---|
| CTS | 3901 | 10100 | 2430 | 854 |
| global route | 3901 | 10300 | 2200 | 911 |
| detailed placement | 3691 | 5880 | 2440 | 839 |
| global placement | 3691 | 5870 | 2450 | 832 |
| floorplan | 2378 | 5500 | 4670 | 743 |
| finish | 3901 | 10000 | 2420 | 861 |
## power breakdown
part	total, uW	internal, uW	switching (uW)
registers	4920	4880	32.0
logic	871	392	480
clock network	4260	2560	1700
total	10000	7830	2220
## area by class of cell
cell class                 count  area [um2]
timing repair buffer         235        2100
sequential                  1056       31400
fill                        6807       40200
clock buffer                 147        3170
clock inverter                63         691
tap                         1265        1580
multi-input combinational   1135       16200
## layer usage
layer | wire, um | share of wire, % | vias up | GRT usage (%)
met5 | 116 | 0.082 | - | 0.677
met4 | 4530 | 3.2 | 6 | 7.71
met3 | 25200 | 18 | 253 | 25.2
met2 | 66700 | 47 | 1931 | 47.0
met1 | 45400 | 32 | 13400 | 45.2
li1 | - | - | 10600 | -
Power and IR drop assume default switching activity.
